==> flow/design.v <==
module spi_controller #(
    parameter int MEMORY_SIZE_IN_BYTES = 64
) (
    output  logic mosi,
    input   logic miso,
    output  logic sclk,
    input   logic clk,
    input   logic rst_n,
    input   logic [7:0] data_in,
    output  logic [7:0] data_out,
    output  logic wr,
    input   logic op,
    input   logic start,
    output  logic [$clog2(MEMORY_SIZE_IN_BYTES)-1:0] address,
    input   logic [$clog2(MEMORY_SIZE_IN_BYTES)-1:0] size,
    output  logic done
);
typedef enum logic [1:0] {
    IDLE  = 2'd0,
    WRITE = 2'd1,
    READ  = 2'd2
} state_t;
state_t cs, ns;
localparam bit OP_READ  = 1'b0;
localparam bit OP_WRITE = 1'b1;
logic [$clog2(MEMORY_SIZE_IN_BYTES)-1:0] byte_counter, next_byte_counter;
logic [2:0] bit_counter, next_bit_counter;
logic [7:0] shift_reg, next_shift_reg;
logic next_sclk_en, sclk_en;
logic next_done, next_wr;
logic miso_registered;
assign sclk = clk & sclk_en;
assign data_out = shift_reg;
always_ff @(posedge clk or negedge rst_n) begin
    if (!rst_n) begin
        cs           <= IDLE;
        byte_counter <= 0;
        bit_counter  <= 3'd7;
        shift_reg    <= 8'b0;
        done    <= 1'b0;
        wr    <= 1'b0;
        sclk_en <= 1'b0;
    end else begin
        cs           <= ns;
        byte_counter <= next_byte_counter;
        bit_counter  <= next_bit_counter;
        sclk_en      <= next_sclk_en;
        wr           <= next_wr;
        done         <= next_done;
        shift_reg <= next_shift_reg;
    end
end
always_ff @(posedge sclk or negedge rst_n) begin
    if (!rst_n) begin
        miso_registered    <= 1'b0;
    end else begin
        miso_registered    <= miso;
    end
end
always_ff @(negedge clk or negedge rst_n) begin
    if (!rst_n)
        mosi <= 1'b0;
    else if (cs == WRITE)
        mosi <= data_in[bit_counter];
    else if (cs == READ)
        mosi <= 1'b1;
    else
        mosi <= 1'b0;
end
always_comb begin
    ns                = cs;
    next_sclk_en      = sclk_en;
    next_byte_counter = byte_counter;
    next_bit_counter  = bit_counter;
    next_wr           = 1'b0;
    next_done         = 1'b0;
    next_shift_reg = shift_reg;
    if (wr)
        address = byte_counter - 1;  
    else
        address  = byte_counter;
    case (cs)
        IDLE: begin
            next_sclk_en = 1'b0;
            if (start) begin
                next_byte_counter = 0;
                next_bit_counter  = 3'd7;
                if (op == OP_READ) begin
                    ns = READ;
                end else begin
                    ns = WRITE;
                end
            end
        end
        READ: begin
            next_sclk_en = 1'b1;
            if (sclk_en) begin
                next_shift_reg = {shift_reg[6:0], miso_registered};
                if (bit_counter == 0) begin
                    next_wr = 1'b1;
                    next_bit_counter = 3'd7;
                    next_byte_counter = byte_counter + 1;
                    if (byte_counter == size) begin
                        ns = IDLE;
                        next_done = 1'b1;
                        next_sclk_en = 1'b0;
                    end
                end else begin
                    next_bit_counter = bit_counter - 1;
                end
            end
        end
        WRITE: begin
            next_sclk_en = 1'b1;
            if (bit_counter == 0) begin
                next_bit_counter = 3'd7;
                next_byte_counter = byte_counter + 1;
                if (byte_counter == size) begin
                    ns = IDLE;
                    next_done = 1'b1;
                end
            end else begin
                next_bit_counter = bit_counter - 1;
            end
        end
        default: ns = IDLE;
    endcase
end
endmodule
==> flow/run.sh <==
#!/bin/bash
# OpenROAD 26Q1-2900-gdf79404cd8, Yosys 0.63+post, stock flow scripts
make -C /OpenROAD-flow-scripts/flow DESIGN_CONFIG=/design/flow/config.mk WORK_HOME=/design/flow/orfs finish
==> flow/config.mk <==
export PLATFORM = sky130hd
export DESIGN_NAME = spi_controller
export DESIGN_NICKNAME = spi_controller
export VERILOG_FILES = /design/flow/design.v
export SDC_FILE = /design/flow/constraint.sdc
export NUM_CORES = 4
export LEC_CHECK = 1
export CORE_AREA = 10 10 105 105
export DIE_AREA = 0 0 115 115
==> flow/constraint.sdc <==
current_design spi_controller

set clk_period 3.5
set clk_io_pct 0.2

create_clock -name clk0 -period $clk_period [get_ports {clk}]

set non_clock_inputs [all_inputs -no_clocks]
set_input_delay [expr $clk_period * $clk_io_pct] -clock clk0 $non_clock_inputs
set_output_delay [expr $clk_period * $clk_io_pct] -clock clk0 [all_outputs]
==> notes.md <==
flow finished, numbers: dominant cell by count in the synthesized netlist dfrtp_1, first-pass GRT wire length between 6 and 7 mm, final WL 3.65 mm, Avg WL per Cell around 13 um, top area contributor share between 30% and 40%, io pins 37, DRT iter0 DRCs roughly 57, vias in the first global route approximately 1200, fin area 0.00206 mm2, maximum vdd drop between 0.3 and 0.4 mV, FILL cells around 930, outcome finished with violations, max FFs per register 8, pin count of the biggest net entering global routing 25, vias per inst 3.96, Placer Congestion between 0.7 and 0.8, initial antenna violation count 0, CP Capture Type output port, placed cells approximately 270, final tally of setup violations 3, WP data required about 2.8 ns, Top delay family on crit path flip-flops, Post-Synthesis Cell Area 0.00138 mm2, Die Ht roughly 120 um, Core Box Area about 0.0088 mm2, Sequential Power Share between 30% and 40%, DPL Wire Length 2.65 mm, register share after synthesis between 40% and 50%, failing checks setup timing, Cell Area, Placed 0.00184 mm2, Hold Crit Class reg2gate, share of layout cells above drive strength 1 between 20% and 30%, max cap viols 0, GR Util All Layers under 10%, critical path type reg2out, routed vias ~1100, ANT cells 0, Switching Share between 30% and 40%, Critical Path AT between 3 and 4 ns, CTS tree built, Setup crit start kind register, number of synthesized flops with an enable pin 0, Congestion Overflow GR 0, syn avg cell area between 10 and 15 um2, Clk pin slew, worst setup/hold paths around 0.09 ns, Dominant Register Cell dfrtp_1, Fin. Hold Viols 0, final worst slack -0.207 ns, Die Width about 120 um, FP Core Util about 16%, Pwr Density just under 900 mW/mm2, top cells, area dfrtp_1 (36%), mux2_2 (8.2%), dfstp_2 (7.6%), xor2_1 (3.8%), ha_1 (3.6%), Comb area between 600 and 700 um2, Synth async-reset ratio 100%, Routed Antenna Nets 0, ys flops 25, Comb power frac a little under two fifths, # Cells Yosys ~130, Net Sw Power approximately 0.00056 W, Worst-Margin Slew between 0.6 and 0.7 ns, Area growth syn-to-layout 49.8%, first drt pass iteration count 5, Hold WS about 0.33 ns, Post CTS Setup Buffer Count 0, YS chip area roughly 0.0014 mm2, Critical-path top delay cell dfrtn_1, Setup TNS -0.228 ns, Clock power frac between 30% and 40%, static leakage 0.855 nW, Slew Limit Fails 0, worst path bufs/invs 1, unrepaired setup endpoints after global routing true, clock latency on the worst-skew pair around 0.75 ns, YS warnings 1, area occupied by registers approximately 630 um2, Non-Filler Instances approximately 280, Crit path largest cell delay 0.41 ns, P_int between 0.001 and 0.0015 W, Remaining DRCs 0, Die Size about 0.013 mm2, OpenROAD warning count 31, post-synth top area cell dfrtp_1, worst path cell trace buf_2, IO Port Bufs 36, Worst slew margin approximately 53%, count of cell types in the netlist 41, Worst Skew around 0.065 ns, Mapped Cells about 130, Rows 34, list of most frequent post-synthesis cells dfrtp_1 (20), mux2_2 (10), nor2_1 (9), largest fanout on the critical path 1
-- per-stage QoR --
stage	utilization (%)	setup WS (ns)	power (W)
2_1_floorplan	-	0.236	0.000959
3_3_place_gp	20.9	-0.200	0.00126
3_5_place_dp	20.9	-0.226	0.00127
4_1_cts	23.3	-0.226	0.00182
5_1_grt	23.5	-0.250	0.00195
6_report	23.5	-0.207	0.00179
-- tightest hold or removal path, delay by kind of cell (launching register included) --
| kind | cells | cell delay [ns] |
|---|---|---|
| buffers and inverters | 2 | 1.15 |
| DFF | 1 | 0.46 |
-- cells in the final DEF, fill, tap and decap left out, drive strengths merged, types with 2 or more instances in the layout --
master         synthesis  final
clkdlybuf4s50          0     34
dfrtp                 20     20
clkbuf                 0     15
mux2                  11     11
nor2                   9      9
nand2                  8      8
o21ai                  7      7
xor2                   6      6
inv                    5      5
xnor2                  5      5
a21oi                  5      5
ha                     4      4
dfstp                  4      4
nand2b                 3      3
nand3                  3      3
a31oi                  3      3
nand4                  3      3
mux2i                  2      2
a41oi                  2      2
o31ai                  2      2
dlygate4sd3            0      2
and2                   2      2
buf                    7      2
-- timing repair --
action / CTS / global route
endpoints found under the setup margin: 2 / 2
gates resized: 4 / 1
hold endpoints to repair: 1 / 1
gates cloned: 0 / 0
-- path summary, 6_finish.rpt --
check	slack [ns]	depth (start not counted)	startpoint	to
min in group asynchronous	0.44	2	rst_n	byte_counter[2]
worst min register to register	0.44	1	miso_registered	shift_reg[0]
min in group clk0	0.44	1	miso_registered	shift_reg[0]
max in group gated	1.38	2	sclk_en	clock gate
max in group asynchronous	1.60	1	rst_n	mosi
worst max register to register	0.30	3	bit_counter[0]	mosi
worst max-delay path	-0.21	1	mosi	mosi
worst min-delay path	0.33	2	sclk_en	clock gate
-- cell families (layout without fill, tap and decap cells) --
kind of cell | after synthesis | count (layout) | share of synthesized area (%)
simple gates | 34 | 34 | 13.7
compound gates | 27 | 27 | 13.2
flops | 25 | 25 | 45.8
mux | 14 | 14 | 12.1
buf+inv | 12 | 59 | 4.55
xor+xnor | 11 | 11 | 7.00
fa+ha+maj | 4 | 4 | 3.64
-- power by group through the flow --
stage / Clock, W / Combinational [W] / Sequential (W)
after global routing: 0.000605 / 0.000759 / 0.000590
after CTS: 0.000584 / 0.000669 / 0.000567
final: 0.000557 / 0.000668 / 0.000564
-- routing by layer --
metal  vias to the layer above  share of wire, %  global-route usage, %
li1                        556                 -                      -
met1                       517                45                   7.53
met2                        37                45                   8.00
met3                         6               7.1                   2.32
met4                         0               2.5                   2.23
met5                         -                 0                      0
-- final cells by class --
class / instances / area share [%]
multi-input combinational: 90 / 33.3
sequential: 25 / 30.6
timing repair buffer: 38 / 18.1
clock buffer: 16 / 10.6
tap: 108 / 6.55
inverter: 5 / 0.910
Power is estimated from default activity; no workload was simulated.
