## flow/constraint.sdc

```tcl
current_design sd_controller

set clk_period 3.2
set clk_io_pct 0.2

create_clock -name clk0 -period $clk_period [get_ports {clk}]

set non_clock_inputs [all_inputs -no_clocks]
set_input_delay [expr $clk_period * $clk_io_pct] -clock clk0 $non_clock_inputs
set_output_delay [expr $clk_period * $clk_io_pct] -clock clk0 [all_outputs]
```

## flow/config.mk

```make
export PLATFORM = sky130hd
export DESIGN_NAME = sd_controller
export DESIGN_NICKNAME = sd_controller
export VERILOG_FILES = /design/flow/design.v
export SDC_FILE = /design/flow/constraint.sdc
export NUM_CORES = 4
export LEC_CHECK = 1
export CORE_AREA = 10 10 102 102
export DIE_AREA = 0 0 112 112
```

## flow/design.v

```verilog
module sd_controller #(
    parameter int MEMORY_SIZE_IN_BYTES = 64
)  (
    output logic [$clog2(MEMORY_SIZE_IN_BYTES)-1:0] spi_size,
    output logic spi_op,
    output logic [7:0] spi_data_in,
    input logic [$clog2(6)-1:0] spi_address,
    input logic [7:0] spi_data_out,
    output logic spi_start,
    output logic spi_ss,
    input logic spi_done,
    output logic done,
    input logic [45:40] cmd,
    input logic [39:8]  arg,
    input logic [7:1]   crc,
    input logic [$clog2(MEMORY_SIZE_IN_BYTES)-1:0] nresponse,
    input start,
    output logic [7:0] R1,
    input clk,
    input rst_n
);
localparam int CMD_SIZE = 6;
logic [7:0] command_buffer [6];
typedef enum logic [2:0] {
    IDLE  = 3'd0,
    SPISTART = 3'd1,
    WAITWRITE = 3'd2,
    SPIREAD = 3'd3,
    WAITREAD = 3'd4,
    WAIT1 = 3'd5
} state_t;
state_t cs, ns, wait_rs, next_wait_rs, transfer_rs, next_transfer_rs;
logic next_spi_op, next_spi_start, next_spi_ss, next_done;
logic [$clog2(MEMORY_SIZE_IN_BYTES)-1:0] next_spi_size;
logic [7:0] next_R1;
assign spi_data_in = command_buffer[spi_address];
logic [$clog2(8) - 1:0] counter, next_counter;
always_ff @(posedge clk or negedge rst_n) begin
    if (!rst_n) begin
        cs           <= IDLE;
        wait_rs           <= IDLE;
        transfer_rs           <= IDLE;
        spi_size    <= 0;
        spi_op <= 0;
        spi_start <= 0;
        spi_ss <= 1;
        done <= 0;
        R1 <= 255;
        counter <= 0;
    end else begin
        cs           <= ns;
        wait_rs           <= next_wait_rs;
        transfer_rs           <= next_transfer_rs;
        spi_size    <= next_spi_size;
        spi_op <= next_spi_op;
        spi_start <= next_spi_start;
        spi_ss <= next_spi_ss;
        done         <= next_done;
        R1 <= next_R1;
        counter <= next_counter;
    end
end
always_comb begin
    ns = cs;
    next_wait_rs = wait_rs;
    next_transfer_rs = transfer_rs;
    next_spi_size = spi_size;
    next_spi_op = spi_op;
    next_spi_start = spi_start;
    next_spi_ss = spi_ss;
    next_done = 0;
    next_R1 = R1;
    next_counter = counter;
    command_buffer[0] = {2'b01, cmd};
    command_buffer[1] = arg[39:32];
    command_buffer[2] = arg[31:24];
    command_buffer[3] = arg[23:16];
    command_buffer[4] = arg[15:8];
    command_buffer[5] = {crc, 1'b1};
    case(cs)
        IDLE: begin
            next_spi_ss = 1;
            if (start) begin
                next_spi_size = 5;  
                next_spi_op = 1;
                next_spi_ss = 0;
                ns = SPISTART;
                next_transfer_rs = WAITWRITE;
                next_counter = 0;
            end
        end
        SPISTART: begin
            next_spi_start = 1'b1;
            ns = WAIT1;
            next_wait_rs = transfer_rs;
        end
        WAIT1: begin
            ns = wait_rs;
        end
        WAITWRITE: begin
            next_spi_start = 0;
            if (spi_done) begin
                ns = SPIREAD;
            end
        end
        SPIREAD: begin
            next_spi_size = nresponse;
            next_spi_op = 0;
            ns = SPISTART;
            next_transfer_rs = WAITREAD;
        end
        WAITREAD: begin
            next_spi_start = 0;
            if (spi_done) begin
                next_counter = counter + 1;
                next_R1 = spi_data_out;
                if (spi_data_out != 'hFF || counter == 'd7) begin
                    ns = IDLE;
                    next_done = 1'b1;
                end else begin
                    ns = SPIREAD;
                end
            end
        end
        default: ns = IDLE;
    endcase
end
endmodule
```

## flow/run.sh

```bash
#!/bin/bash
# OpenROAD 26Q1-2900-gdf79404cd8, Yosys 0.63+post, stock flow scripts
make -C /OpenROAD-flow-scripts/flow DESIGN_CONFIG=/design/flow/config.mk WORK_HOME=/design/flow/orfs finish
```

==> Table 3: Implementation characteristics <==
Characteristics after synthesis and place and route

Parameter                              Value

Clock network
  Clock root buffer master    sky130_fd_sc_hd__clkbuf_8
  Clock transition at the register clock pins on the worst setup and hold paths after CTS    around 90 ps
  Buffers inserted by post-CTS timing repair    0
  Clock network latency to the later pin of the worst-skew pair    270 ps
  Hold Buf Count CTS    0
  Number of buffers added by the clock tree synthesis step    3
  Count of H-tree levels built during CTS    1
  Clk sink count    27
  Max Buffers Root-to-Sink    2
  Clock tree from TritonCTS    yes

Critical path
  Slack of the worst reg-to-reg path    1530 ps
  Critical path's slowest cell    sky130_fd_sc_hd__clkdlybuf4s50_1
  Crit path cell chain    clkdlybuf4s50_1 > buf_12 > nand2_1 > o22ai_1 > a221oi_1 > clkdlybuf4s50_1
  Crit-path most repeated cell    sky130_fd_sc_hd__clkdlybuf4s50_1
  Crit path kind    input port to primary output
  Buffers plus inverters on the worst setup path    3
  Worst reg2reg path depth    5
  Worst-path fanout max    26
  Endpoint type of the worst setup path    primary output
  Required time of the critical path    between 2000 and 3000 ps
  Data arrival, critical path    2270 ps
  Stages on the worst setup path    6
  Crit start category    input port
  CP peak stage delay    530 ps
  Cell family contributing the most delay on the critical path    buffers and inverters

Power
  Static leakage    ~1.2 nW
  Net switching power    roughly 480 uW
  Highest ir drop seen on vdd    between 200 and 250 uV
  Clock network fraction of design power    13.2%
  Total power density per cell area    ~520 nW/um^2
  Cell-internal power    996 uW
  Part of the power in combinational logic    43.5%
  Portion of total power attributed to sequential cells    43.3%
  Net switching fraction of the power    32.6%

Floorplanning
  Top-level port count    92
  Area of the placeable core    between 8000 and 9000 sq um
  Floorplan Utilization    21.4%
  Area of the chip    around 13000 sq um
  Standard-cell rows    33
  Vertical die dimension    112 um
  Floorplan die width    112 um

Synth
  Flops out of synthesis    27
  Count of flip-flops with a built-in enable after synthesis    0
  Chip area in the Yosys report    1760 sq um
  Average footprint of a synthesized cell    8.34 sq um
  Syn Inst Count    211
  Yosys warnings    2
  Register area share after synthesis    between 30% and 40%
  Most instantiated flip-flop cell in the synthesis netlist    sky130_fd_sc_hd__dfrtp_1
  Cell count listed in synth_stat.txt    around 210
  Cell Type Count    around 40
  Share of flip-flops with an asynchronous set or reset    100%
  Synth Cell Area    1760 sq um

Placement
  Sum of net half-perimeters after detailed placement    4860 um
  Final weighted congestion of routability-driven global placement    around 0.85
  Count of buffers from port buffering    between 90 and 100

Finish
  Util after Layout    34.7%
  Syn-to-layout area delta    61.9%
  Most used logic cell in the final layout    sky130_fd_sc_hd__clkdlybuf4s50_1
  Proportion of layout cells with a drive suffix above 1    10.1%
  Commonest non-fill, non-tap cells in the layout    89 x sky130_fd_sc_hd__clkdlybuf4s50_1, 39 x sky130_fd_sc_hd__nand2_1, 18 x sky130_fd_sc_hd__o21ai_0, 18 x sky130_fd_sc_hd__a21oi_1, 18 x sky130_fd_sc_hd__dfrtp_1

Global route
  Met3 usage in global routing    0.760%
  Met2 Resource Use GR    15.3%
  First-pass GRT wire length    9340 um
  Maximum number of pins on one net before global-route repair    28
  GR Util met1    11.9%
  Vias in the first global route    roughly 1700
  Total GRT Usage    around 9%
  Busiest layer in global routing    met2
  Initial antenna violation count    0
  Final global-route overflow total    0

Final timing
  Transition at the pin with the smallest max-transition slack    approximately 600 ps
  Final max-slew violation count    0
  Final setup fails    0
  Minimum clock period after layout    2910 ps
  Final clock skew    2.35 ps
  Relative slew margins    59.7%
  Hold Vio Cnt, Final    0
  Highest clock rate    around 340 MHz
  Unrepaired setup endpoints after global routing    false
  Tcrit/Tclk final    91.1%
  TNS Setup    0 ps

Routing
  Detail-routed via count per cell    4.49
  Iteration tally of the first detailed-router pass    4
  Total detailed-routing wirelength    5960 um
  Iter 0 DRT Violations    80
  Average detailed-routed wire length per instance    14.8 um
  Diodes inserted    0
  Remaining DRCs    0
  Via count    1803
  Antenna-violating nets left    0

Flow run
  Maximum capacitance violations    0
  Number of warnings in the stage logs    25

Min path
  Worst Hold Depth    2
  Path type of the worst min-delay path    flop to flop

Outcome
  Run status    complete, no violations
==> area by class of cell <==
class / instances / area [sq um]
clock buffers: 3 / 41.3
clock inverters: 1 / 5.00
fillers: 833 / 5370
inverters: 8 / 30.0
multi-input cells: 161 / 960
flip-flops and latches: 27 / 687
well taps: 105 / 131
repair buffers: 97 / 993
==> power by group through the flow <==
stage         Clock (mW)  Sequential [mW]  Combinational (mW)
CTS                0.200            0.641               0.654
global route       0.218            0.665               0.720
finish             0.195            0.639               0.643
==> cells by family (layout without fill, tap and decap cells) <==
kind of cell             Yosys count  count (layout)  share of synthesized area [%]
AND-OR/OR-AND                     66              66                           23.2
multiplexers                      15              15                           9.89
adder cells (fa/ha/maj)            2               2                           1.42
buffers and inverters             23             109                           6.40
flip-flops                        27              27                           39.0
AND/OR/NAND/NOR                   78              78                           20.1
==> state kept, by name (all words and copies together) (netlist names) <==
signal	cells
spi_size	6
R1	8
cs	3
wait_rs	2
transfer_rs	2
spi_ss	1
counter	3
spi_start	1
done	1
==> metrics by stage <==
step           hold slack [ps]  cells  area [sq um]  setup slack [ps]  total power [mW]
3_5_place_dp               450    398          2790               125              1.30
4_1_cts                    466    402          2840               122              1.49
5_1_grt                    481    402          2850               211              1.60
6_report                   462    402          2850               286              1.48
2_1_floorplan              344    211          1760              1100             0.924
3_3_place_gp               446    398          2790               145              1.29
==> worst reg2reg max path, stage by stage (launching register included) <==
cell	delay (ps)
sky130_fd_sc_hd__dfrtp_1	410
sky130_fd_sc_hd__ha_1	210
sky130_fd_sc_hd__ha_1	180
sky130_fd_sc_hd__nor4b_1	570
sky130_fd_sc_hd__a31oi_1	150
sky130_fd_sc_hd__nor2_1	110
==> timing repair <==
action,4_1_cts,5_1_grt
setup endpoints to repair,0,2
gates resized,0,4
endpoints found under the hold margin,0,0
==> cells in the mapped netlist (3+ instances only) <==
master | instances | area (sq um)
sky130_fd_sc_hd__a21oi_1 | 18 | 90.1
sky130_fd_sc_hd__a2bb2oi_1 | 3 | 26.3
sky130_fd_sc_hd__a31oi_1 | 4 | 25.0
sky130_fd_sc_hd__buf_2 | 8 | 40.0
sky130_fd_sc_hd__clkbuf_1 | 3 | 11.3
sky130_fd_sc_hd__dfrtp_1 | 18 | 450
sky130_fd_sc_hd__dfstp_2 | 9 | 236
sky130_fd_sc_hd__inv_1 | 8 | 30.0
sky130_fd_sc_hd__mux2_2 | 9 | 101
sky130_fd_sc_hd__mux2i_1 | 5 | 50.1
sky130_fd_sc_hd__nand2_1 | 39 | 146
sky130_fd_sc_hd__nand2b_1 | 4 | 25.0
sky130_fd_sc_hd__nand3_1 | 4 | 20.0
sky130_fd_sc_hd__nor2_1 | 16 | 60.1
sky130_fd_sc_hd__nor2b_1 | 5 | 31.3
sky130_fd_sc_hd__o21ai_0 | 18 | 90.1
sky130_fd_sc_hd__o22ai_1 | 8 | 50.1
sky130_fd_sc_hd__o31a_1 | 3 | 26.3
==> per-layer routing <==
metal / wire length [um] / part of all wire (%)
met1: 2590 / 43
met4: 110 / 1.8
met3: 144 / 2.4
met2: 3120 / 52
met5: 0 / 0
==> worst paths after layout <==
kind                                      from             end
worst max-delay path            spi_address[2]  spi_data_in[5]
worst min register to register           R1[3]           R1[3]
max in group asynchronous                rst_n           R1[2]
worst max register to register      counter[0]           cs[1]
min in group asynchronous                rst_n     spi_size[0]
worst min-delay path                     R1[3]           R1[3]
Power figures rest on the tool's default switching activity, not on a simulated workload.
